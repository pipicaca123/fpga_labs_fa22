==> flow/design.v <==
module piano_scale_rom (input [7:0] address, output reg [23:0] data, output [7:0] last_address);
  assign last_address = 255;
  always @ (*) begin
    case(address)
      8'd0: data = 24'd0;
      8'd1: data = 24'd0;
      8'd2: data = 24'd0;
      8'd3: data = 24'd0;
      8'd4: data = 24'd0;
      8'd5: data = 24'd0;
      8'd6: data = 24'd0;
      8'd7: data = 24'd0;
      8'd8: data = 24'd0;
      8'd9: data = 24'd0;
      8'd10: data = 24'd0;
      8'd11: data = 24'd0;
      8'd12: data = 24'd0;
      8'd13: data = 24'd0;
      8'd14: data = 24'd0;
      8'd15: data = 24'd0;
      8'd16: data = 24'd0;
      8'd17: data = 24'd0;
      8'd18: data = 24'd0;
      8'd19: data = 24'd0;
      8'd20: data = 24'd0;
      8'd21: data = 24'd0;
      8'd22: data = 24'd0;
      8'd23: data = 24'd0;
      8'd24: data = 24'd0;
      8'd25: data = 24'd0;
      8'd26: data = 24'd0;
      8'd27: data = 24'd0;
      8'd28: data = 24'd0;
      8'd29: data = 24'd0;
      8'd30: data = 24'd0;
      8'd31: data = 24'd0;
      8'd32: data = 24'd0;
      8'd33: data = 24'd0;
      8'd34: data = 24'd0;
      8'd35: data = 24'd85522;
      8'd36: data = 24'd0;
      8'd37: data = 24'd101703;
      8'd38: data = 24'd128138;
      8'd39: data = 24'd0;
      8'd40: data = 24'd0;
      8'd41: data = 24'd0;
      8'd42: data = 24'd0;
      8'd43: data = 24'd0;
      8'd44: data = 24'd35958;
      8'd45: data = 24'd0;
      8'd46: data = 24'd0;
      8'd47: data = 24'd0;
      8'd48: data = 24'd0;
      8'd49: data = 24'd0;
      8'd50: data = 24'd38096;
      8'd51: data = 24'd42761;
      8'd52: data = 24'd0;
      8'd53: data = 24'd50852;
      8'd54: data = 24'd57079;
      8'd55: data = 24'd64069;
      8'd56: data = 24'd0;
      8'd57: data = 24'd0;
      8'd58: data = 24'd0;
      8'd59: data = 24'd0;
      8'd60: data = 24'd17979;
      8'd61: data = 24'd0;
      8'd62: data = 24'd0;
      8'd63: data = 24'd0;
      8'd64: data = 24'd76191;
      8'd65: data = 24'd0;
      8'd66: data = 24'd13469;
      8'd67: data = 24'd11326;
      8'd68: data = 24'd10690;
      8'd69: data = 24'd90607;
      8'd70: data = 24'd0;
      8'd71: data = 24'd12713;
      8'd72: data = 24'd14270;
      8'd73: data = 24'd143830;
      8'd74: data = 24'd16017;
      8'd75: data = 24'd0;
      8'd76: data = 24'd0;
      8'd77: data = 24'd16970;
      8'd78: data = 24'd15118;
      8'd79: data = 24'd0;
      8'd80: data = 24'd0;
      8'd81: data = 24'd71915;
      8'd82: data = 24'd95995;
      8'd83: data = 24'd9524;
      8'd84: data = 24'd107751;
      8'd85: data = 24'd135758;
      8'd86: data = 24'd11999;
      8'd87: data = 24'd80722;
      8'd88: data = 24'd10090;
      8'd89: data = 24'd120946;
      8'd90: data = 24'd8989;
      8'd91: data = 24'd0;
      8'd92: data = 24'd0;
      8'd93: data = 24'd0;
      8'd94: data = 24'd114158;
      8'd95: data = 24'd0;
      8'd96: data = 24'd0;
      8'd97: data = 24'd0;
      8'd98: data = 24'd26938;
      8'd99: data = 24'd22652;
      8'd100: data = 24'd21380;
      8'd101: data = 24'd45304;
      8'd102: data = 24'd0;
      8'd103: data = 24'd25426;
      8'd104: data = 24'd28539;
      8'd105: data = 24'd71915;
      8'd106: data = 24'd32035;
      8'd107: data = 24'd0;
      8'd108: data = 24'd0;
      8'd109: data = 24'd33939;
      8'd110: data = 24'd30237;
      8'd111: data = 24'd0;
      8'd112: data = 24'd0;
      8'd113: data = 24'd35958;
      8'd114: data = 24'd47998;
      8'd115: data = 24'd19048;
      8'd116: data = 24'd53756;
      8'd117: data = 24'd67879;
      8'd118: data = 24'd23999;
      8'd119: data = 24'd40361;
      8'd120: data = 24'd20180;
      8'd121: data = 24'd60473;
      8'd122: data = 24'd17979;
      8'd123: data = 24'd0;
      8'd124: data = 24'd0;
      8'd125: data = 24'd0;
      8'd126: data = 24'd0;
      8'd127: data = 24'd0;
      8'd128: data = 24'd0;
      8'd129: data = 24'd0;
      8'd130: data = 24'd0;
      8'd131: data = 24'd0;
      8'd132: data = 24'd0;
      8'd133: data = 24'd0;
      8'd134: data = 24'd0;
      8'd135: data = 24'd0;
      8'd136: data = 24'd0;
      8'd137: data = 24'd0;
      8'd138: data = 24'd0;
      8'd139: data = 24'd0;
      8'd140: data = 24'd0;
      8'd141: data = 24'd0;
      8'd142: data = 24'd0;
      8'd143: data = 24'd0;
      8'd144: data = 24'd0;
      8'd145: data = 24'd0;
      8'd146: data = 24'd0;
      8'd147: data = 24'd0;
      8'd148: data = 24'd0;
      8'd149: data = 24'd0;
      8'd150: data = 24'd0;
      8'd151: data = 24'd0;
      8'd152: data = 24'd0;
      8'd153: data = 24'd0;
      8'd154: data = 24'd0;
      8'd155: data = 24'd0;
      8'd156: data = 24'd0;
      8'd157: data = 24'd0;
      8'd158: data = 24'd0;
      8'd159: data = 24'd0;
      8'd160: data = 24'd0;
      8'd161: data = 24'd0;
      8'd162: data = 24'd0;
      8'd163: data = 24'd0;
      8'd164: data = 24'd0;
      8'd165: data = 24'd0;
      8'd166: data = 24'd0;
      8'd167: data = 24'd0;
      8'd168: data = 24'd0;
      8'd169: data = 24'd0;
      8'd170: data = 24'd0;
      8'd171: data = 24'd0;
      8'd172: data = 24'd0;
      8'd173: data = 24'd0;
      8'd174: data = 24'd0;
      8'd175: data = 24'd0;
      8'd176: data = 24'd0;
      8'd177: data = 24'd0;
      8'd178: data = 24'd0;
      8'd179: data = 24'd0;
      8'd180: data = 24'd0;
      8'd181: data = 24'd0;
      8'd182: data = 24'd0;
      8'd183: data = 24'd0;
      8'd184: data = 24'd0;
      8'd185: data = 24'd0;
      8'd186: data = 24'd0;
      8'd187: data = 24'd0;
      8'd188: data = 24'd0;
      8'd189: data = 24'd0;
      8'd190: data = 24'd0;
      8'd191: data = 24'd0;
      8'd192: data = 24'd0;
      8'd193: data = 24'd0;
      8'd194: data = 24'd0;
      8'd195: data = 24'd0;
      8'd196: data = 24'd0;
      8'd197: data = 24'd0;
      8'd198: data = 24'd0;
      8'd199: data = 24'd0;
      8'd200: data = 24'd0;
      8'd201: data = 24'd0;
      8'd202: data = 24'd0;
      8'd203: data = 24'd0;
      8'd204: data = 24'd0;
      8'd205: data = 24'd0;
      8'd206: data = 24'd0;
      8'd207: data = 24'd0;
      8'd208: data = 24'd0;
      8'd209: data = 24'd0;
      8'd210: data = 24'd0;
      8'd211: data = 24'd0;
      8'd212: data = 24'd0;
      8'd213: data = 24'd0;
      8'd214: data = 24'd0;
      8'd215: data = 24'd0;
      8'd216: data = 24'd0;
      8'd217: data = 24'd0;
      8'd218: data = 24'd0;
      8'd219: data = 24'd0;
      8'd220: data = 24'd0;
      8'd221: data = 24'd0;
      8'd222: data = 24'd0;
      8'd223: data = 24'd0;
      8'd224: data = 24'd0;
      8'd225: data = 24'd0;
      8'd226: data = 24'd0;
      8'd227: data = 24'd0;
      8'd228: data = 24'd0;
      8'd229: data = 24'd0;
      8'd230: data = 24'd0;
      8'd231: data = 24'd0;
      8'd232: data = 24'd0;
      8'd233: data = 24'd0;
      8'd234: data = 24'd0;
      8'd235: data = 24'd0;
      8'd236: data = 24'd0;
      8'd237: data = 24'd0;
      8'd238: data = 24'd0;
      8'd239: data = 24'd0;
      8'd240: data = 24'd0;
      8'd241: data = 24'd0;
      8'd242: data = 24'd0;
      8'd243: data = 24'd0;
      8'd244: data = 24'd0;
      8'd245: data = 24'd0;
      8'd246: data = 24'd0;
      8'd247: data = 24'd0;
      8'd248: data = 24'd0;
      8'd249: data = 24'd0;
      8'd250: data = 24'd0;
      8'd251: data = 24'd0;
      8'd252: data = 24'd0;
      8'd253: data = 24'd0;
      8'd254: data = 24'd0;
      8'd255: data = 24'd0;
    endcase
  end
endmodule
==> flow/run.sh <==
#!/bin/bash
# OpenROAD 26Q1-2900-gdf79404cd8, Yosys 0.63+post, stock flow scripts
make -C /OpenROAD-flow-scripts/flow DESIGN_CONFIG=/design/flow/config.mk WORK_HOME=/design/flow/orfs finish
==> flow/config.mk <==
export PLATFORM = sky130hd
export DESIGN_NAME = piano_scale_rom
export DESIGN_NICKNAME = piano_scale_rom
export VERILOG_FILES = /design/flow/design.v
export SDC_FILE = /design/flow/constraint.sdc
export NUM_CORES = 4
export LEC_CHECK = 1
export CORE_UTILIZATION = 40
export SYNTH_MEMORY_MAX_BITS = 65536
==> flow/constraint.sdc <==
current_design piano_scale_rom

set clk_period 2.7
set clk_io_pct 0.2

create_clock -name clk0 -period $clk_period

set non_clock_inputs [all_inputs -no_clocks]
set_input_delay [expr $clk_period * $clk_io_pct] -clock clk0 $non_clock_inputs
set_output_delay [expr $clk_period * $clk_io_pct] -clock clk0 [all_outputs]
==> flow_summary_export.csv <==
group,metric,value,unit
status,status,"finished with violations",
status,violations,"negative setup slack",
min_path,hold_depth,3,
worst_setup_path,critPathMaxStageDelay,0.24,ns
power_and_ir_drop,power_frac_comb,100.0,%
cells_and_area,synthToLayoutAreaGrowth,82.5,%
global_route,grt_overflow,0,
power_and_ir_drop,seq_power_share,0,%
global_route,first_global_vias,3234,
final_timing,hold_viol_final,0,
cells_and_area,final_cell_mix,"buf_4 (132), nand2_1 (30), nor2_1 (23), a21oi_1 (18)",
power_and_ir_drop,powerDensity,182,mW/mm^2
detailed_routing,drt-total-wl,13.5,mm
cells_and_area,flop_area,0,um^2
worst_setup_path,crit_chain,"buf_8, inv_4, buf_6, ha_4, and2b_1, buf_4, a21oi_1, o21ai_1, buf_4, a32o_1, dlygate4sd2_1",
logic_synthesis,largest_area_cell,"a21oi_1",
floorplanning,core,0.00517,mm^2
detailed_routing,wire_per_inst,24.2,um
global_route,grt_pass1_wl,17.8,mm
run,warnings,41,
worst_setup_path,cpMostUsedCell,"buf_4",
logic_synthesis,top_area_share,7.15,%
placed_design,gp_congestion,1.03,
detailed_routing,ant_nets,0,
cells_and_area,post-route-util,76.5,%
final_timing,fmax,0.362,GHz
final_timing,setup_viol,5,
cells_and_area,seq_cells,0,
power_and_ir_drop,p_leak,1.81,nW
final_timing,drv_slew,0,
final_timing,finalCritPeriodShare,102,%
min_path,min_delay_worst_endpoint,"data[13]",
detailed_routing,vias_per_cell,6.56,
min_path,hold_path_class,"in2out",
detailed_routing,vias,3659,
logic_synthesis,synthCells,349,
worst_setup_path,path_class,"in2out",
run,drv_cap,0,
floorplanning,die_w,75.6,um
worst_setup_path,crit_buf_inv,6,
cells_and_area,final_common_cell,"buf_4",
logic_synthesis,yosysCellCount,349,
detailed_routing,n_antenna_cell,0,
logic_synthesis,yosys_warnings,1,
worst_setup_path,crit_family,"buffers and inverters",
final_timing,period_needed,2.76,ns
floorplanning,die_h,75.6,um
placed_design,io_buffers,26,
final_timing,worst_slack,-0.0612,ns
worst_setup_path,cp.arrival,2.22,ns
worst_setup_path,path_max_fanout,5,
logic_synthesis,yosysChipArea,0.00217,mm^2
detailed_routing,drc_errors,0,
global_route,track_usage,43.8,%
global_route,grt_max_degree,21,
logic_synthesis,netlist_area,0.00217,mm^2
floorplanning,fp_util,41.9,%
power_and_ir_drop,swShare,52.6,%
floorplanning,die_area,0.00572,mm^2
placed_design,hpwlAfterDp,8.08,mm
logic_synthesis,syn_area_per_cell,6.22,um^2
floorplanning,io_pins,40,
worst_setup_path,cp_slowest_cell,"dlygate4sd2_1",
worst_setup_path,crit_required,2.16,ns
final_timing,tns,-0.138,ns
logic_synthesis,yosysSeqAreaShare,0,%
power_and_ir_drop,netSwitchingPower,378,uW
worst_setup_path,end_kind,"output port",
floorplanning,fp-row-count,26,
power_and_ir_drop,intPower,341,uW
power_and_ir_drop,clkPwrFrac,0,%
power_and_ir_drop,peakVddDrop,0.191,mV
cells_and_area,clockBufferCount,0,
global_route,antenna_found_initial,0,
logic_synthesis,synthTopCellsByArea,"a21oi_1 (7.2%), buf_4 (6.9%), o21ai_0 (6.7%)",
final_timing,rsz0062_at_grt,"yes",
detailed_routing,drt_iter0_drc,470,
logic_synthesis,synth_cell_types,67,
worst_setup_path,worstSetupStartpointType,"input port",
cells_and_area,drive_above_1_share,52.5,%
detailed_routing,drtPass1Iterations,5,
min_path,min-delay-start,"address[3]",
==> through the flow <==
step / cells / area [um^2] / worst slack, ns / hold slack, ns / power [mW]
5_1_grt: 558 / 3960 / -0.102 / 1.60 / 0.743
6_report: 558 / 3960 / -0.0612 / 1.58 / 0.719
3_5_place_dp: 526 / 3160 / -0.888 / 1.90 / 0.521
2_1_floorplan: 361 / 2210 / 0.0378 / 1.09 / 0.277
3_3_place_gp: 526 / 3160 / -0.936 / 1.90 / 0.524
4_1_cts: 544 / 3680 / -0.114 / 1.57 / 0.615
==> worst max-delay path by stage <==
stage / startpoint / endpoint / slack (ns) / cells past startpoint
CTS: address[0] / data[9] / -0.11 / 9
global route: address[1] / data[4] / -0.10 / 11
finish: address[0] / data[12] / -0.06 / 11
==> timing repair <==
item / in CTS / in global routing
setup buffers: 19 / 14
gates resized: 138 / 54
hold buffers: 0 / 0
setup endpoints to repair: 18 / 17
pin swaps: 44 / 28
==> metal layers <==
metal  track usage (%)  part of all wire [%]
met2              65.5                    40
met3              11.1                    15
met1              61.9                    39
met4              14.0                   6.9
met5                 0                     0
==> cell type report <==
class                           count  area (um^2)
Tap cell                           70         87.6
Multi-Input combinational cell    305         2320
Timing Repair Buffer              178         1530
Inverter                            5         27.5
Fill cell                         331         1210
==> cell families (layout without fill, tap and decap cells) <==
group | after synthesis | after routing | share of synthesized area (%)
compound gates | 142 | 142 | 44.3
simple gates | 133 | 133 | 31.3
buf+inv | 56 | 183 | 15.7
fa+ha+maj | 8 | 8 | 4.61
mux | 7 | 7 | 3.34
other cells | 2 | 14 | 0.346
xor+xnor | 1 | 1 | 0.404
==> power by group through the flow <==
stage	clock (mW)	combinational [mW]	sequential (mW)
4_1_cts	0	0.615	0
5_1_grt	0	0.743	0
6_report	0	0.719	0
==> cells in the mapped netlist, types with 6 or more instances <==
library cell	n
nand2_1	34
a21oi_1	31
nor2_1	30
o21ai_0	29
buf_4	20
buf_2	14
nand2b_1	12
nor3_1	12
clkbuf_1	10
nor2b_1	10
ha_1	8
nand3_1	7
a211oi_1	6
o211ai_1	6
==> worst min-delay path, cell delays in order <==
cell           delay, ns
buf_8               0.16
o32ai_1             0.10
dlygate4sd2_1       0.24
No activity file was given, so power comes from the tool's default toggle rates.
